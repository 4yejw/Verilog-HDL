==> design.v <==
`timescale 1ns / 1ps
module bcd_counter_segdis1(mclk,rst,seg_com,seg_data);
	input mclk,rst;
	output [7:0] seg_com,seg_data;
	reg [7:0] seg_data;
	wire [3:0]cnt;
	wire [2:0]cnt1;
	number_1 U0(mclk,rst,cnt);
	number_10 U1(mclk,rst,cnt1);
	always@(cnt)begin
		case(cnt)
			0:seg_data=8'b0011_1111;
			1:seg_data=8'b0000_0110;
			2:seg_data=8'b0101_1011;
			3:seg_data=8'b0100_1111;
			4:seg_data=8'b0110_0110;
			5:seg_data=8'b0110_1101;
			6:seg_data=8'b0111_1101;
			7:seg_data=8'b0000_0111;
			8:seg_data=8'b0111_1111;
			9:seg_data=8'b0110_0111;
			default :seg_data=8'bx;
			endcase
		end
		always@(cnt1)begin
		case(cnt1)
			0:seg_data=8'b0011_1111;
			1:seg_data=8'b0000_0110;
			2:seg_data=8'b0101_1011;
			3:seg_data=8'b0100_1111;
			4:seg_data=8'b0110_0110;
			5:seg_data=8'b0110_1101;
			default :seg_data=8'bx;
			endcase
		end
	assign seg_com = 8'b0011_1111;
endmodule
`timescale 1ns / 1ps
module frq_div_1(mclk,rst,clk);
	input rst,mclk;
	output clk;
	reg[3:0]cnt;
	reg clk;
	always@(posedge mclk or posedge rst)begin
		if(rst) begin
			cnt<=0;
			clk<=0;
		end
		else begin
			if(cnt ==9)begin
				cnt<=0;
				clk<=1'b1;
			end
			else begin 
				clk <=1'b0;
				cnt <=cnt+1;
			end
		end
	end
endmodule
`timescale 1ns / 1ps
module number_1(mclk,rst,cnt);
	input     		mclk, rst;
	output	[3:0]	cnt;
	reg   	[3:0]	cnt;
always @(posedge mclk or posedge rst) begin
	if (rst) 
		cnt <= 0;
	else begin
		if (cnt == 9) cnt <= 0;
		else	     cnt <= cnt + 1;
	end
end
endmodule
`timescale 1ns / 1ps
module number_10(mclk,rst,cnt1);
	input     		mclk, rst;
	output	[2:0]	cnt1;
	reg   	[2:0]	cnt1;
	wire clk;
	frq_div_1 U3(mclk,rst,clk);
	always @(posedge clk or posedge rst) begin
	if (rst) cnt1 <= 0;
	else begin
		if (cnt1 == 5) cnt1 <= 0;
		else	     cnt1 <= cnt1 + 1;
	end
end
endmodule
==> run.sh <==
#!/bin/bash
# OpenROAD 26Q1-2900-gdf79404cd8, Yosys 0.63+post, stock flow scripts
make -C /OpenROAD-flow-scripts/flow DESIGN_CONFIG=/design/flow/config.mk WORK_HOME=/design/flow/orfs finish
==> config.mk <==
export PLATFORM = sky130hd
export DESIGN_NAME = bcd_counter_segdis1
export DESIGN_NICKNAME = bcd_counter_segdis1
export VERILOG_FILES = /design/flow/design.v
export SDC_FILE = /design/flow/constraint.sdc
export NUM_CORES = 4
export LEC_CHECK = 1
export CORE_AREA = 10 10 70 70
export DIE_AREA = 0 0 80 80
==> constraint.sdc <==
current_design bcd_counter_segdis1

set clk_period 1.8
set clk_io_pct 0.2

create_clock -name clk0 -period $clk_period [get_ports {mclk}]

set non_clock_inputs [all_inputs -no_clocks]
set_input_delay [expr $clk_period * $clk_io_pct] -clock clk0 $non_clock_inputs
set_output_delay [expr $clk_period * $clk_io_pct] -clock clk0 [all_outputs]
==> Slide: Implementation Results <==
Run Summary

Floorplan
  • Starting utilization of the core area: 21.2%
  • Number of placement rows: 21
  • Total die area: 6400 sq um
  • Die Height: 80 microns
  • # IOs: 18
  • Std-Cell Core Area: 3420 sq um
  • Chip Width: 80 microns

Pwr
  • Maximum resistive drop on vdd: 0.000159 V
  • Reported leakage power: 0.428 nW
  • Cell area power density: 387 nW/um^2

Setup path
  • Worst setup path class: reg -> out
  • Delay of the slowest cell on the worst path: 0.41 ns
  • Type of origin of the critical path: flip-flop
  • Crit end category: output pin
  • Cell type of the slowest stage on the worst timing path: sky130_fd_sc_hd__dfrtp_1
  • Launch instance of the worst register-to-register path: U0.cnt[1]$_DFF_PP0_
  • Data arrival time at the worst-slack endpoint: 1.44 ns
  • Max FO, Critical Path: 3
  • Req. time, crit path: 1.44 ns
  • Crit. Startpoint: U0.cnt[0]$_DFF_PP0_
  • Ordered cell list for the critical path: buf_6 -> inv_6 -> ha_4 -> a211oi_2 -> a21oi_1 -> buf_2

Placement
  • Final Wtd Congestion: 0.809
  • Placed cell count: 136
  • IO buf count: 8
  • HPWL Detailed: 1010 microns

Layout
  • Count of placed standard cells in the final layout, fillers left out: 144
  • FF/Latch Area: 300 sq um
  • Total of fill cells in the finished design: 364
  • Fraction of layout instances using a drive strength above 1: 28.6%
  • Comb area: 370 sq um
  • Final Core Density: 27.7%
  • Layout overhead on the synthesized area: 30.4%

Yosys
  • Sequential area share after synthesis: 41.5%
  • Synth area leader: sky130_fd_sc_hd__dfrtp_1
  • Synth Register Bits: 12
  • Mean instance size in the synthesized netlist: 9.17 sq um
  • Synth warnings: 13
  • Netlist Area Pre-Place: 724 sq um
  • Most used DFF post-synth: sky130_fd_sc_hd__dfrtp_1
  • Post-synth cell types: 27
  • Most frequent cells after synthesis: sky130_fd_sc_hd__dfrtp_1, sky130_fd_sc_hd__buf_4, sky130_fd_sc_hd__nand2_1
  • Number of cells in Yosys stat: 79
  • Gate count after technology mapping: 79
  • Dominant cell area share: 41.5%
  • Cell types with the largest area share after synthesis: sky130_fd_sc_hd__dfrtp_1, sky130_fd_sc_hd__ha_1, sky130_fd_sc_hd__buf_4
  • Most repeated cell in the gate-level netlist after synthesis: sky130_fd_sc_hd__dfrtp_1
  • Post-synth EDFFs: 0
  • Share of flip-flops with an asynchronous set or reset after synthesis: 100%
  • Yosys synthesis chip area: 724 sq um

STA
  • Number of failing hold endpoints at the final stage: 0
  • Register pins left without a clock: 3
  • Post-route clock skew: 0.000177 ns
  • Upper clock frequency limit: 0.556 GHz
  • Tmin final: 1.80 ns
  • Final setup vio count: 0
  • Share of the clock period used by the worst path after layout: 99.9%
  • Smallest hold slack: 0.413 ns
  • Max-slew violations: 0
  • Final-layout setup total negative slack: 0 ns
  • Count of endpoints without a timing constraint: 5
  • Setup repair after global routing missed its margin: yes

Clocking
  • Cell at the root of the clock tree: sky130_fd_sc_hd__clkbuf_4
  • Clock tree from TritonCTS: done
  • Htree depth: 1
  • Clock insertion delay at the later pin of the skew report: 0.26 ns
  • Number of buffers inserted during clock tree synthesis: 3
  • Buffer levels on the longest clock path: 2
  • Clock transition at path regs: 0.06 ns

GRT
  • First-pass GRT wire length: 2390 microns
  • Number of antenna violations at the first check in global routing: 0
  • Global-route usage over all layers: 4.33%
  • Via count of the first global-routing pass: 544
  • Pin count of the biggest net entering global routing: 13
  • Leftover overflow at the end of global routing: 0

Routing
  • Total iterations of the first detailed-routing run: 3
  • DRC: 0
  • Number of inserted diodes: 0
  • Routed wirelength normalized by instance count: 9.62 microns
  • Wire length after detailed routing: 1390 microns
  • Routed via count: 534
  • Number of DRC violations after detailed-routing iteration 0: 21
  • Final antenna-violating net count: 0
  • Detailed-route vias per instance: 3.71

Hold path
  • Path type of the worst min-delay path: in -> async

Outcome
  • Status: complete, no violations

Flow run
  • Number of warnings in the stage logs: 32
  • MaxCap Viol Count: 0
metal layers:
| metal | track usage, % | wire (microns) | vias up |
|---|---|---|---|
| met2 | 6.66 | 660 | 7 |
| met1 | 6.09 | 684 | 248 |
| met5 | 0 | 0 | - |
| met3 | 0.909 | 40 | 0 |
| li1 | - | - | 279 |
| met4 | 0.880 | 0 | 0 |
sequential cells by signal, indices dropped and copies added, names as in the netlist:
register   count
U0.cnt         4
U1.U3.clk      1
U1.U3.cnt      4
U1.cnt1        3
where the power goes:
group | total, W | switching (W) | internal (W)
logic | 0.00000813 | 0.00000609 | 0.00000203
clock network | 0.000155 | 0.0000698 | 0.0000854
registers | 0.000202 | 0 | 0.000202
total | 0.000365 | 0.0000758 | 0.000290
layout make-up:
| cell class | instances | share of cell area [%] |
|---|---|---|
| clock buffer | 4 | 2.78 |
| inverter | 8 | 3.97 |
| multi-input combinational | 55 | 39.2 |
| sequential | 12 | 31.8 |
| tap | 46 | 6.09 |
| timing repair buffer | 19 | 16.2 |
placed cells by master (no fill, tap or decap), drive strengths merged, types with 2 or more instances in the layout:
cell           instances
a211oi                 2
a21oi                  3
a31oi                  2
buf                   13
clkbuf                 6
clkdlybuf4s50          3
conb                   9
dfrtp                 12
ha                     7
inv                    8
nand2                 10
nand2b                 2
nor2                   4
o21ai                  3
critical path: cells and delay by family (launching register included):
kind	cells	cell delay [ns]
adders and majority gates	1	0.18
buffers and inverters	3	0.31
DFF	1	0.41
AOI/OAI and AO/OA	2	0.28
cell families after synthesis:
kind of cell | after synthesis | synth area share [%]
compound gates | 14 | 12.3
other cells | 2 | 1.04
mux | 1 | 1.38
simple gates | 22 | 14.2
buf+inv | 19 | 15.2
xor+xnor | 2 | 2.42
flops | 12 | 41.5
fa+ha+maj | 7 | 12.1
timing repair:
action                     CTS  global route
hold buffers                 0             0
setup endpoints to repair    5             4
pin swaps                    2             4
resized                     14            15
setup buffers                4             0
through the flow:
| step | total power [W] | setup slack, ns | cell area [sq um] |
|---|---|---|---|
| after floorplan | 0.000224 | 0.265 | 751 |
| after global placement | 0.000215 | -0.0180 | 861 |
| after detailed placement | 0.000215 | -0.0450 | 861 |
| after CTS | 0.000375 | -0.157 | 925 |
| after global routing | 0.000387 | -0.0828 | 945 |
| final | 0.000365 | 0.00184 | 945 |
final timing paths:
path                       slack (ns)  cells past startpoint                      to
max                             0.002                      6             seg_data[0]
min reg2reg                      0.52                      1  U1.U3.cnt[2]$_DFF_PP0_
max in group asynchronous        1.09                      2  U1.U3.cnt[2]$_DFF_PP0_
min                              0.41                      2     U0.cnt[3]$_DFF_PP0_
max reg2reg                      0.58                      7     U0.cnt[2]$_DFF_PP0_
min in group clk0                0.52                      1  U1.U3.cnt[2]$_DFF_PP0_
Power figures rest on the tool's default switching activity, not on a simulated workload.
