==> ./design.v <==
`timescale 1ns / 1ps
module count_file(mclk,rst,cnt);
	input     		mclk, rst;
	output	[3:0]	cnt;
	reg   	[3:0]	cnt;
always @(posedge mclk or posedge rst) begin
	if (rst) 
		cnt <= 0;
	else begin
		if (cnt == 9) cnt <= 0;
		else	     cnt <= cnt + 1;
	end
end
endmodule
`timescale 1ns / 1ps
module count_file_2(mclk,rst,cnt1);
	input     		mclk, rst;
	output	[2:0]	cnt1;
	reg   	[2:0]	cnt1;
	frq_div_10 U1(mclk,rst,clk);
	always @(posedge clk or posedge rst) begin
	if (rst) cnt1 <= 0;
	else begin
		if (cnt1 == 5) cnt1 <= 0;
		else	     cnt1 <= cnt1 + 1;
	end
end
endmodule
`timescale 1ns / 1ps
module frq_div_10(mclk,rst,clk);
	input rst,mclk;
	output clk;
	reg[3:0]cnt;
	reg clk;
	always@(posedge mclk or posedge rst)begin
		if(rst) begin
			cnt<=0;
			clk<=0;
		end
		else begin
			if(cnt ==9)begin
				cnt<=0;
				clk<=1'b1;
			end
			else begin 
				clk <=1'b0;
				cnt <=cnt+1;
			end
		end
	end
endmodule
`timescale 1ns / 1ps
module new_file(mclk,rst,seg_com,seg_data);
	input mclk,rst;
	output [7:0] seg_com,seg_data;
	reg [7:0] seg_data;
	wire[3:0]cnt;
	wire[2:0]cnt1;
	count_file U0(mclk,rst,cnt);
	count_file_2 U1(mclk,rst,cnt1);
	assign seg_com = 8'b0111_1111;
	always@(cnt)begin
		case(cnt)
			0:seg_data=8'b0011_1111;
			1:seg_data=8'b0000_0110;
			2:seg_data=8'b0101_1011;
			3:seg_data=8'b0100_1111;
			4:seg_data=8'b0110_0110;
			5:seg_data=8'b0110_1101;
			6:seg_data=8'b0111_1101;
			7:seg_data=8'b0000_0111;
			8:seg_data=8'b0111_1111;
			9:seg_data=8'b0110_0111;
			default :seg_data=8'bx;
			endcase
	end
	assign seg_com = 8'b1011_1111;
	always@(cnt1)begin
		case(cnt1)
			0:seg_data=8'b0011_1111;
			1:seg_data=8'b0000_0110;
			2:seg_data=8'b0101_1011;
			3:seg_data=8'b0100_1111;
			4:seg_data=8'b0110_0110;
			5:seg_data=8'b0110_1101;
			default :seg_data=8'bx;
			endcase
	end
endmodule
==> ./run.sh <==
#!/bin/bash
# OpenROAD 26Q1-2900-gdf79404cd8, Yosys 0.63+post, stock flow scripts
make -C /OpenROAD-flow-scripts/flow DESIGN_CONFIG=/design/flow/config.mk WORK_HOME=/design/flow/orfs finish
==> ./config.mk <==
export PLATFORM = sky130hd
export DESIGN_NAME = new_file
export DESIGN_NICKNAME = new_file
export VERILOG_FILES = /design/flow/design.v
export SDC_FILE = /design/flow/constraint.sdc
export NUM_CORES = 4
export LEC_CHECK = 1
export CORE_AREA = 10 10 70 70
export DIE_AREA = 0 0 80 80
==> ./constraint.sdc <==
current_design new_file

set clk_period 2.4
set clk_io_pct 0.2

create_clock -name clk0 -period $clk_period [get_ports {mclk}]

set non_clock_inputs [all_inputs -no_clocks]
set_input_delay [expr $clk_period * $clk_io_pct] -clock clk0 $non_clock_inputs
set_output_delay [expr $clk_period * $clk_io_pct] -clock clk0 [all_outputs]
==> impl_metrics.py <==
# Physical implementation metrics
metrics = {
    "status": {
        "status": "finished, final reports clean",
    },
    "cells_and_area": {
        "logic_area_um2": 343,
        "ff_latch_area_um2": 303,
        "drive_gt1_share_pct": 11.2,
        "num-fill-cells": 380,
        "area_growth_pct": 18.0,
    },
    "timing": {
        "setup_violations": 0,
        "fin_skew_ps": 6.61,
        "fin_crit_ps": 2290,
        "unconstrained_endpoints": 5,
        "fin_setup_tns_ps": 0,
        "fmax_mhz": 437,
        "min_period_over_period_pct": 95.4,
        "finalHoldViolCount": 0,
        "rsz0062_at_grt": "false",
        "unclocked_pins": 3,
        "slew_viol_final": 0,
    },
    "power": {
        "switching_power_w": 0.0000526,
        "finalPower_w": 0.000270,
        "p_seq_share_pct": 56.3,
        "comb_power_share_pct": 2.2,
        "cellLeakagePower_nw": 0.379,
        "switching_share_pct": 19.5,
        "clockPowerShare_pct": 41.5,
        "power_density_nw_per_um2": 315,
        "peakVddDrop_uv": 195,
        "internal_power_w": 0.000217,
    },
    "global_route": {
        "grt_usage_pct": 3.68,
        "grt_max_degree": 13,
        "first_global_vias": 460,
        "grt_overflow_total": 0,
        "antenna_found_initial": 0,
        "grt_pass1_wl_mm": 1.95,
    },
    "worst_setup_path": {
        "crit_arrival_ps": 1810,
        "cp-start-kind": "register",
        "cp-end-kind": "output pin",
        "crit_path_max_fanout": 8,
        "cpPeakStageDelay_ps": 440,
        "crit_family": "buffers and inverters",
        "rrSetupSlack_ps": 1290,
        "path_class": "register to output pin",
        "path_buffers": 2,
        "crit_path_top_delay_cell": "dfrtp_2",
        "required_ps": 1920,
        "crit_chain": "inv_1, ha_1, a211oi_1, a21oi_1, clkdlybuf4s50_1",
    },
    "synthesis": {
        "yosysTopAreaCellShare_pct": 41.5,
        "top_cells_by_count": "dfrtp_1 (12), buf_4 (10), nand2_1 (10)",
        "yosys_warnings": 14,
        "ys.flops": 12,
        "netlist_area_um2": 724,
        "ys_cells": 79,
        "ys_seq_share_pct": 41.5,
        "flop_cell": "dfrtp_1",
        "syn_avg_cell_area_um2": 9.17,
        "synth.largest_area_cell": "dfrtp_1",
        "area_leaders": "dfrtp_1 (41%), ha_1 (12%), buf_4 (10%), nand2_1 (5.2%), inv_1 (3.6%)",
        "synthCells": 79,
        "synth_cell_types": 27,
        "synthArstFlopShare_pct": 100,
        "yosys_area_um2": 724,
        "synth-edff-count": 0,
        "synth.most_common_cell": "dfrtp_1",
    },
    "routing": {
        "wl_per_cell_um": 8.71,
        "drtIter0Drc": 10,
        "drt-vias-per-instance": 3.61,
        "vias": 487,
        "diodes": 0,
        "antenna_left": 0,
        "dr.pass1.iters": 2,
        "finalWirelength_mm": 1.18,
        "drt_drc_violations_left": 0,
    },
    "flow_run": {
        "maxCapViolCount": 0,
        "warning_count": 30,
    },
    "worst_hold_path": {
        "hp-class": "register to register",
    },
    "floorplan": {
        "fp.dieW_um": 80,
        "io_pins": 18,
        "dieArea_um2": 6400,
        "placeableCoreArea_um2": 3420,
        "row_count": 21,
        "fp_util_pct": 21.2,
        "die_h_um": 80,
    },
    "clock_network": {
        "clk_pin_slew_worst_paths_ps": 50,
        "numCtsBuffers": 3,
        "h-tree-depth": 1,
        "cts_root_buffer": "clkbuf_4",
        "clk_latency_ps": 260,
        "cts_tree": "yes",
        "clockBufferDepth": 2,
        "hold_buffers": 0,
    },
    "placed_design": {
        "place.detailed.hpwl_um": 914,
        "port_buffers": 8,
        "gp_congestion": 0.842,
    },
}
## worst paths after layout
kind                                end  cells after the start         start
max                         seg_data[3]                      5     U0.cnt[0]
min                        U1.U1.cnt[2]                      1  U1.U1.cnt[2]
max reg2reg                   U0.cnt[2]                      5     U0.cnt[1]
min reg2reg                U1.U1.cnt[2]                      1  U1.U1.cnt[2]
max in group asynchronous     U0.cnt[0]                      2           rst
min in group asynchronous     U1.U1.clk                      2           rst
## cell type report
cell class | count | share of cell area [%]
Multi-Input combinational cell | 55 | 40.1
Tap cell | 46 | 6.73
Inverter | 8 | 3.51
Timing Repair Buffer | 10 | 11.1
Sequential cell | 12 | 35.4
Clock buffer | 4 | 3.07
## per-layer routing
metal | GRT usage (%) | share of wire, % | vias up
li1 | - | - | 258
met1 | 4.60 | 48 | 220
met2 | 5.70 | 45 | 9
met3 | 2.05 | 7.7 | 0
met4 | 0.176 | 0 | 0
met5 | 0 | 0 | -
## power by group through the flow
| stage | Combinational [W] | Clock [W] | Sequential, W |
|---|---|---|---|
| 6_report | 0.00000600 | 0.000112 | 0.000152 |
| 5_1_grt | 0.00000775 | 0.000123 | 0.000152 |
| 4_1_cts | 0.00000689 | 0.000118 | 0.000152 |
## sequential cells by signal (all words and copies together), names as in the netlist
register   flops
U1.cnt1        3
U0.cnt         4
U1.U1.clk      1
U1.U1.cnt      4
## stage by stage
| stage | util [%] | setup slack (ps) | instance area [µm²] | cells | hold WS (ps) |
|---|---|---|---|---|---|
| detailed placement | 23.7 | 264 | 808 | 129 | 501 |
| floorplan | - | 745 | 751 | 86 | 345 |
| CTS | 24.5 | 18.0 | 836 | 133 | 516 |
| global placement | 23.7 | 293 | 808 | 129 | 497 |
| finish | 25.0 | 111 | 855 | 135 | 510 |
| global route | 25.0 | 13.3 | 855 | 135 | 561 |
## logic make-up (layout without fill, tap and decap cells)
family	after synthesis	after routing	synth area share, %
DFF	12	12	41.5
AOI/OAI and AO/OA	14	14	12.3
and+or+nand+nor	22	22	14.2
xor gates and xnor gates	2	2	2.42
muxes	1	1	1.38
buffers and inverters	19	22	15.2
other	2	9	1.04
adders and majority gates	7	7	12.1
## timing repair
item | in CTS | in global routing
setup buffers | 0 | 2
resized | 1 | 2
setup endpoints to repair | 2 | 2
## cell usage in the layout (no fill, tap or decap), drive strengths merged
cell           synthesis  layout
dfrtp                 12      12
nand2                 10      10
conb                   2       9
clkdlybuf4s50          0       8
inv                    8       8
ha                     7       7
nor2                   4       4
clkbuf                 0       4
a21oi                  3       3
o21ai                  3       3
a211oi                 2       2
nand2b                 2       2
a31oi                  2       2
buf                   11       2
or4                    1       1
mux2i                  1       1
nand3                  1       1
nor2b                  1       1
o31ai                  1       1
nor3                   1       1
xnor2                  1       1
xor2                   1       1
o22ai                  1       1
nand3b                 1       1
a22o                   1       1
a21o                   1       1
and2                   1       1
Power and IR drop assume default switching activity.
